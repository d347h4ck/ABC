==> design/flow/design.v <==
`timescale 1ns/10ps
module ABC2 (
	 LED,
    CLOCK_50,
    KEY
);
reg [31:0] out;
input CLOCK_50;
input [1:0] KEY;
output [7:0] LED;
wire reset;
wire clock;
assign reset = KEY[0];
assign clock = CLOCK_50;
wire [31:0] z0;
wire [31:0] z3;
wire  [31:0]  x_in_wire;
wire  [31:0] x_out_wire;
wire  [31:0] B_out_wire;
wire  [31:0]  B_in_wire;
wire  [31:0] pi_in_wire;
wire  [31:0] pol_out_wire;
wire  [31:0] pol_in_wire;
lsfr A(.o0(z0), .o3(z3), .clock(clock), .reset(reset));
Register x(
			.D(x_in_wire),
			.Q(x_out_wire),
			.Clk(clock)
			);
adder Add(
			.out(x_in_wire),
			.y(z0),
			.z(B_out_wire),
			.clock(clock),
			.reset(reset)
		);
B B_1(
		 .out(B_out_wire),
		 .x(B_in_wire),
		 .clock(clock),
		 .reset(reset)
		);
splitter S(
		 .out1(B_in_wire),
		 .out2(pi_in_wire),
		 .in(x_out_wire)
		);	
pi Pi(
		 .in(pi_in_wire),
		 .out(pol_in_wire)
);
C C_1(
		 .out(pol_out_wire),
		 .x(pol_in_wire),
		 .a(z3),
		 .clock(clock),
		 .reset(reset)
);
assign LED[7:0] = pol_out_wire[7:0];
endmodule
`timescale 1ns/10ps
module B (
    out,
    x,
    clock,
    reset
);
output [31:0] out;
reg [31:0] out;
input [31:0] x;
input clock;
input reset;
wire [31:0] d0;
wire [31:0] d1;
wire [31:0] d2;
assign d0 = 32'd1238144;
assign d1 = 32'd12738209;
assign d2 = 32'd281023108;
always @(posedge clock, negedge reset) begin: B_T
    if (reset == 0) begin
        out <= 0;
    end
    else begin
        out <= (((x ^ d0) + d1) ^ d2);
    end
end
endmodule
`timescale 1ns/10ps
module C (
    out,
    x,
    a,
    clock,
    reset
);
output [31:0] out;
reg [31:0] out;
input [31:0] x;
input [31:0] a;
input clock;
input reset;
wire [31:0] e_0;
reg [31:0] e_1;
reg [31:0] e_2;
assign e_0 = 32'd23456297;
always @(posedge clock, negedge reset) begin: C_S
    if (reset == 0) begin
        e_2 <= 56456;
        e_1 <= 43017;
        out <= 0;
    end
    else begin
        e_1[32-1:16] <= a[32-1:16];
        e_2[32-1:16] <= a[16-1:0];
        out <= (($signed({1'b0, x}) * ($signed({1'b0, e_1}) + ($signed({1'b0, e_2}) * ($signed({1'b0, x}) - 32'h1)))) + e_0);
    end
end
endmodule
module Register (input [31:0] D, input Clk, output reg [31:0] Q);
 always @(posedge Clk)
 Q <= D;
endmodule 
`timescale 1ns/10ps
module adder (
    out,
    y,
    z,
    clock,
    reset
);
output [31:0] out;
reg [31:0] out;
input [31:0] y;
input [31:0] z;
input clock;
input reset;
always @(posedge clock, negedge reset) begin: ADDER_ADDE
    if (reset == 0) begin
        out <= 0;
    end
    else begin
        out <= (y + z);
    end
end
endmodule
`timescale 1ns/10ps
module lsfr (
    o0,
    o3,
    clock,
    reset
);
output [31:0] o0;
reg [31:0] o0;
output [31:0] o3;
reg [31:0] o3;
input clock;
input reset;
reg [31:0] z3;
reg [31:0] z2;
reg [31:0] z1;
reg [31:0] z0;
always @(posedge clock, negedge reset) begin: LSFR_WORK
    if (reset == 0) begin
        z0 <= 364;
        o0 <= 0;
        o3 <= 0;
        z2 <= 2;
        z3 <= 3;
        z1 <= 1;
    end
    else begin
        z0 <= z1;
        z1 <= z2;
        z2 <= z3;
        z3 <= ((z2 ^ (z1 << 31)) ^ (z0 >>> 1));
        o0 <= z0;
        o3 <= z3;
    end
end
endmodule
module pi( in, out );
input wire [31:0]in;
output wire [31:0]out;
genvar i;
generate
  for(i=0; i<32; i=i+1)
  begin  : generate_block
    assign out[31-i] = in[i];
  end
endgenerate
endmodule
`timescale 1ns/10ps
module splitter (
    out1,
    out2,
    in
);
output [31:0] out1;
wire [31:0] out1;
output [31:0] out2;
wire [31:0] out2;
input [31:0] in;
assign out1 = in;
assign out2 = in;
endmodule
==> design/flow/run.sh <==
#!/bin/bash
# OpenROAD 26Q1-2900-gdf79404cd8, Yosys 0.63+post, stock flow scripts
make -C /OpenROAD-flow-scripts/flow DESIGN_CONFIG=/design/flow/config.mk WORK_HOME=/design/flow/orfs finish
==> design/flow/config.mk <==
export PLATFORM = sky130hd
export DESIGN_NAME = ABC2
export DESIGN_NICKNAME = ABC2
export VERILOG_FILES = /design/flow/design.v
export SDC_FILE = /design/flow/constraint.sdc
export NUM_CORES = 4
export LEC_CHECK = 1
export CORE_UTILIZATION = 40
==> design/flow/constraint.sdc <==
current_design ABC2

set clk_period 9.2
set clk_io_pct 0.2

create_clock -name clk0 -period $clk_period [get_ports {CLOCK_50}]

set non_clock_inputs [all_inputs -no_clocks]
set_input_delay [expr $clk_period * $clk_io_pct] -clock clk0 $non_clock_inputs
set_output_delay [expr $clk_period * $clk_io_pct] -clock clk0 [all_outputs]
==> job_summary.md <==
### Flow metrics

| Metric | Value |
|---|---|
| Rows | 56 |
| Synthesized area per cell | 14.1 um^2 |
| Register area share after synthesis | 0.670 |
| Tmin final | 4.30 ns |
| Initial antenna violation count | 0 |
| CTS clock-pin slew for the worst setup and hold paths | 0.06 ns |
| Number of global-route vias before repair | 5111 |
| Number of port buffers | 9 |
| Final Setup Violations | 0 |
| Yosys warnings | 5 |
| Critical path's slowest cell | dfxtp_1 |
| Ys cells | 683 |
| Gr ovfl total | 0 |
| Top Ports | 11 |
| Crit-path max cell delay | 0.64 ns |
| Area fraction in mux cells | 0 |
| Flops & latches, synth | 264 |
| OpenROAD warning count | 35 |
| Vias per inst | 4.67 |
| RSZ-0062 raised after global routing | no |
| H-tree depth | 1 |
| Worst R2R End | C_1.out[7] |
| Synth Instances | 683 |
| Fraction of registers with async set/reset | 0.879 |
| Clock Skew | 0.0112 ns |
| Initial drt markers | 198 |
| Worst-Skew Late Latency | 0.53 ns |
| Hold Crit Depth | 0 |
| Startpoint types | register |
| Register Area | 6460 um^2 |
| RD Place Congestion | 0.852 |
| Crit path buffers/inverters | 3 |
| Status | completed |
| Avg WL per Cell | 13.4 um |
| Reg2reg setup slack | 4.90 ns |
| Setup bufs post-CTS | 0 |
| Top cells by count, synth | 223 x dfrtp_1, 55 x xnor2_1, 51 x ha_1 |
| Worst Path Required | 9.64 ns |
| Power Density | 211 nW/um^2 |
| R2R Path Start | x.Q[31] |
| Max Clock Freq | 233 MHz |
| Diode count | 0 |
| Crit-path most repeated cell | ha_1 |
| Hold Path End | x.Q[13] |
| Post-route insts no fill | 1060 |
| Worst Tran Pin Value | 0.731 ns |
| Prevailing post-synth register cell | dfrtp_1 |
| Routed WL | 14200 um |
| Hold-fix buffers, CTS | 0 |
| Largest net degree at the start of global routing | 134 |
| Longest Clk Path Bufs | 3 |
| Post-synth EDFFs | 0 |
| Final ANT Viol Nets | 0 |
| Slew HR | 0.513 |
| Fraction of layout cells with a size suffix above 1 | 0.113 |
| Cells resized by post-CTS repair | 0 |
| Worst min path class | register to register |
| Cell Chain, Critical Path | inv_1 > ha_1 > xor2_1 > and2_1 > ha_1 > ha_1 > inv_1 > fa_1 > inv_1 > fa_1 > ha_1 > a21oi_1 > xnor2_1 > xnor2_1 > xnor2_1 |
| Drt drc | 0 |
| Setup TNS | 0 ns |
| Yosys aoi share | 0.0879 |
| Root Driver | clkbuf_16 |
| Dpl cells | 1008 |
| Sink Count | 264 |
| Worst reg-to-reg path cell count | 15 |
| First-pass GRT wire length | 24900 um |
| Delay-heaviest family, CP | adder cells |
| Dpl hpwl | 8830 um |
| Logic area | 3070 um^2 |
| Top area cell types | dfrtp_1 58%, dfxtp_1 6.6%, ha_1 6.6% |
| Instance count on the critical path | 15 |
| CTS buffer count | 28 |
| Period utilisation layout | 0.467 |
| Drt pass-1 iters | 4 |
| CTS tree | done |
| Final Max Slew Viols | 0 |
| Area grow syn2layout | 15.5% |
| CP Data Arrival Time | 4.74 ns |
| Post-Synth Simple-Gate Area | 0.0632 |
| Core region area | 23500 um^2 |
| Top-area cell share | 0.579 |
| Adders+Majority by Area | 0.0745 |
| Static Leak | 0.00568 uW |
| Synth unique cells | 63 |
| Yosys chip area | 9640 um^2 |
| Gr usage total | 0.130 |
| Main logic family after synthesis | XOR/XNOR gates |
| Hold Worst Slack | 0.332 ns |
| Setup crit end kind | register |
| Die area | 24700 um^2 |
| Max Cap Viol | 0 |
| Die W | 157 um |
| Routed vias | 4950 |
| CP max FO | 14 |
| Most common cell in the netlist | dfrtp_1 |
| Peak supply drop | 0.115 mV |
| Final hold vios | 0 |
| Filler Cell Count | 1982 |
| Synth area leader | dfrtp_1 |
| Synthesized area | 9640 um^2 |
| Hold path startpoint | Add.out[13] |
| Xor/xnor share | 0.0927 |
| WS Path Type | register to register |
| Initial core utilization | 0.409 |
| Die Y | 157 um |
-- flip-flops by register name, indices dropped and copies added, names as in the netlist --
name and flops:
A.o0 32, A.o3 31, A.z0 32, A.z1 31, A.z2 1, A.z3 32
Add.out 32, B_1.out 32, C_1.e_1 1, C_1.out 8, x.Q 32
-- final cells by class --
type,instances,area share
Sequential cell,264,0.580
Multi-Input combinational cell,390,0.276
Clock buffer,37,0.0724
Tap cell,319,0.0359
Clock inverter,15,0.0171
Timing Repair Buffer,10,0.0103
Inverter,25,0.00843
-- power by group --
part | leakage [uW] | switching [uW] | total [uW] | internal (uW)
clock network | 0.000474 | 437 | 1160 | 728
logic | 0.00184 | 18.2 | 19.6 | 1.47
registers | 0.00337 | 0 | 1160 | 1160
total | 0.00568 | 455 | 2340 | 1890
-- worst register-to-register path, delay by kind of cell, from the launching register on --
family | cells | cell delay (ns)
adders and majority gates | 6 | 2.27
AOI/OAI and AO/OA | 1 | 0.17
and+or+nand+nor | 1 | 0.19
xor gates and xnor gates | 4 | 0.66
DFF | 1 | 0.64
buffers and inverters | 3 | 0.31
-- kinds of logic (layout without fill, tap and decap cells) --
| kind of cell | Yosys count | count (layout) |
|---|---|---|
| flip-flops | 264 | 264 |
| AND/OR/NAND/NOR | 122 | 122 |
| AND-OR/OR-AND | 111 | 111 |
| XOR/XNOR | 102 | 102 |
| adder cells (fa/ha/maj) | 55 | 55 |
| buffers and inverters | 29 | 87 |
-- routing by layer --
| metal | vias up | part of all wire | track usage |
|---|---|---|---|
| met3 | 30 | 0.054 | 0.0311 |
| met1 | 2442 | 0.50 | 0.221 |
| met2 | 80 | 0.42 | 0.177 |
| met4 | 0 | 0.024 | 0.0282 |
| met5 | - | 0 | 0 |
| li1 | 2398 | - | - |
-- worst max-delay path by stage --
stage / start / endpoint / slack, ns
finish: x.Q[31] / C_1.out[7] / 4.90
global route: x.Q[31] / C_1.out[7] / 4.61
CTS: x.Q[31] / C_1.out[7] / 4.88
-- placed cells by master, fill, tap and decap left out, drive strengths merged, types with 4 or more instances in the layout --
master,Yosys,routed
a21oi,25,25
bufinv,0,4
dfstp,9,9
inv,25,25
nand2,34,34
ha,51,51
o21a,6,6
a21o,16,16
nor3,8,8
fa,4,4
nand2b,7,7
xnor2,55,55
xor2,47,47
nand4,8,8
and2,6,6
nand3,11,11
nor2,29,29
a31oi,5,5
clkdlybuf4s50,0,8
o21ai,22,22
a211oi,7,7
o211ai,4,4
nor2b,4,4
dfxtp,32,32
a41oi,4,4
clkinvlp,0,6
clkbuf,4,37
dfrtp,223,223
clkinv,0,5
and3,6,6
-- metrics by stage --
stage	worst slack [ns]	utilization	instance area [um^2]	power, uW
after CTS	4.88	0.473	11100	2380
after detailed placement	4.89	0.430	10100	1200
after global routing	4.61	0.473	11100	2430
final	4.90	0.473	11100	2340
after global placement	4.95	0.430	10100	1200
after floorplan	5.13	-	9640	1180
Power is estimated from default activity; no workload was simulated.
